$ cat design/flow/run.sh
#!/bin/bash
# OpenROAD 26Q1-2900-gdf79404cd8, Yosys 0.63+post, stock flow scripts
make -C /OpenROAD-flow-scripts/flow DESIGN_CONFIG=/design/flow/config.mk WORK_HOME=/design/flow/orfs finish
$ cat design/flow/config.mk
export PLATFORM = sky130hd
export DESIGN_NAME = Decode_and_Execute
export DESIGN_NICKNAME = Decode_and_Execute
export VERILOG_FILES = /design/flow/design.v
export SDC_FILE = /design/flow/constraint.sdc
export NUM_CORES = 4
export LEC_CHECK = 1
export CORE_AREA = 10 10 70 70
export DIE_AREA = 0 0 80 80
$ cat design/flow/constraint.sdc
current_design Decode_and_Execute

set clk_period 3.7
set clk_io_pct 0.2

create_clock -name clk0 -period $clk_period

set non_clock_inputs [all_inputs -no_clocks]
set_input_delay [expr $clk_period * $clk_io_pct] -clock clk0 $non_clock_inputs
set_output_delay [expr $clk_period * $clk_io_pct] -clock clk0 [all_outputs]
$ cat design/flow/design.v
`timescale 1ns/1ps
module Decode_and_Execute (op_code, rs, rt, rd);
input [3-1:0] op_code;
input [4-1:0] rs, rt;
output [4-1:0] rd;
wire [4-1:0] f1, f2, f3, f4, f5, f6, f7, f8;
wire [4-1:0] w1, w2;
add fun1(rs, rt, f1);
sub fun2(rs, rt, f2);
inc fun3(rs, rt, f3);
bitwise_nor fun4(rs, rt, f4);
bitwise_nand fun5(rs, rt, f5);
rs_div_4 fun6(rs, f6);
rs_mul_2 fun7(rs, f7);
mul fun8(rs, rt, f8);
Mux_2sel_4bits fun9(f1, f2, f3, f4, op_code[0], op_code[1], w1);
Mux_2sel_4bits fun10(f5, f6, f7, f8, op_code[0], op_code[1], w2);
Mux_1sel_4bits fun11(w1, w2, op_code[2], rd);
endmodule
module add(a, b, f);
input [4-1:0] a, b;
output [4-1:0] f;
wire [4-1:0] w;
fulladder fun1(a[0], b[0], 0, f[0], w[0]);                                           
fulladder fun2(a[1], b[1], w[0], f[1], w[1]);
fulladder fun3(a[2], b[2], w[1], f[2], w[2]);
fulladder fun4(a[3], b[3], w[2], f[3], w[3]);
endmodule
module sub(a, b, f);
input [4-1:0] a, b;
output [4-1:0] f;
wire [4-1:0] tem;
wire [4-1:0] w;
xor_ fun1(b[0], 1, tem[0]);
xor_ fun2(b[1], 1, tem[1]);
xor_ fun3(b[2], 1, tem[2]);
xor_ fun4(b[3], 1, tem[3]);
fulladder fun5(a[0], tem[0], 1, f[0], w[0]);                                           
fulladder fun6(a[1], tem[1], w[0], f[1], w[1]);
fulladder fun7(a[2], tem[2], w[1], f[2], w[2]);
fulladder fun8(a[3], tem[3], w[2], f[3], w[3]);
endmodule
module inc(a, b, f);
input [4-1:0] a, b;
output [4-1:0] f;
wire [4-1:0] w;
fulladder fun1(a[0], 1, 0, f[0], w[0]);                                           
fulladder fun2(a[1], 0, w[0], f[1], w[1]);
fulladder fun3(a[2], 0, w[1], f[2], w[2]);
fulladder fun4(a[3], 0, w[2], f[3], w[3]);
endmodule
module bitwise_nor(a, b, f);
input [4-1:0] a, b;
output [4-1:0] f;
nor nor1(f[0], a[0], b[0]);
nor nor2(f[1], a[1], b[1]);
nor nor3(f[2], a[2], b[2]);
nor nor4(f[3], a[3], b[3]);
endmodule
module bitwise_nand(a, b, f);
input [4-1:0] a, b;
output [4-1:0] f;
nand nand1(f[0], a[0], b[0]);
nand nand2(f[1], a[1], b[1]);
nand nand3(f[2], a[2], b[2]);
nand nand4(f[3], a[3], b[3]);
endmodule
module rs_div_4(a, f);
input [4-1:0] a;
output [4-1:0] f;
wire [2-1:0] w, w1;
or or1(w[1], a[3], 0);
or or2(w[0], a[2], 0);
or or3(f[0], w[0], 0);
or or4(f[1], w[1], 0);
and and3(f[2], 0, 0);
and and4(f[3], 0, 0);
endmodule
module rs_mul_2(a, f);
input [4-1:0] a;
output [4-1:0] f;
wire [3-1:0] w;
or or1(w[2], a[2], 0);
or or2(w[1], a[1], 0);
or or3(w[0], a[0], 0);
or or4(f[3], w[2], 0);
or or5(f[2], w[1], 0);
or or6(f[1], w[0], 0);
and and1(f[0], 0, 0);
endmodule
module mul(a, b, f);
input [4-1:0] a, b;
output [4-1:0] f;
wire [4-1:0] u, i, o, w, fl;
wire [6-1:0] sum;
wire cout1, cout2;
and and1(f[0], a[0], b[0]);
and and2(u[0], a[1], b[0]);
and and3(u[1], a[2], b[0]);
and and4(u[2], a[3], b[0]);
and and5(i[0], a[0], b[1]);
and and6(i[1], a[1], b[1]);
and and7(i[2], a[2], b[1]);
and and8(i[3], a[3], b[1]);
and and9(o[0], a[0], b[2]);
and and10(o[1], a[1], b[2]);
and and11(o[2], a[2], b[2]);
and and12(o[3], a[3], b[2]);
and and13(w[0], a[0], b[3]);
and and14(w[1], a[1], b[3]);
and and15(w[2], a[2], b[3]);
and and16(w[3], a[3], b[3]);
ripple_carry_adder r1(u[0], u[1], u[2], 0, i[0], i[1], i[2], i[3], f[1], sum[0], sum[1], sum[2], cout1);
ripple_carry_adder r2(sum[0], sum[1], sum[2], cout1, o[0], o[1], o[2], o[3], f[2], sum[3], sum[4], sum[5], cout2);
ripple_carry_adder r3(sum[3], sum[4], sum[5], cout2, w[0], w[1], w[2], w[3], f[3], fl[0], fl[1], fl[2], fl[3]);
endmodule
module fulladder(a, b, cin, sum, cout);
input a, b, cin;
output sum, cout;
wire [3-1:0] w;
xor_ fun1(a, b, w[0]);
xor_ fun2(w[0], cin, sum);
and and1(w[1], cin, w[0]);
and and2(w[2], a, b);
or or1(cout, w[1], w[2]);
endmodule
module ripple_carry_adder(a1, a2, a3, a4, b1, b2, b3, b4, sum1, sum2, sum3, sum4, cout);
input a1, a2, a3, a4, b1, b2, b3, b4;
output sum1, sum2, sum3, sum4;
output cout;
wire [3-1:0] w;
fulladder fun1(a1, b1, 0, sum1, w[0]);                                           
fulladder fun2(a2, b2, w[0], sum2, w[1]);
fulladder fun3(a3, b3, w[1], sum3, w[2]);
fulladder fun4(a4, b4, w[2], sum4, cout);
endmodule
module xor_(a, b, f);
input a, b;
output f;
wire [4-1:0] w;
not not1(w[0], a);
not not2(w[1], b);
and and1(w[2], b, w[0]);
and and2(w[3], a, w[1]);
or or1(f, w[2], w[3]);
endmodule
module Mux_1sel_1bit(a, b, sel, f);         
input a, b;
input sel;
output f;
wire [2-1:0] w;
wire neg_sel;
not not1(neg_sel, sel);
and and1(w[0], a, neg_sel);             
and and2(w[1], b, sel);                
or or1(f, w[0], w[1]);               
endmodule
module Mux_1sel_4bits(a, b, sel, f);
input [4-1:0] a, b;
input sel;
output [4-1:0] f;
Mux_1sel_1bit fun11(a[0], b[0], sel, f[0]);
Mux_1sel_1bit fun12(a[1], b[1], sel, f[1]);
Mux_1sel_1bit fun13(a[2], b[2], sel, f[2]);
Mux_1sel_1bit fun14(a[3], b[3], sel, f[3]);
endmodule
module Mux_2sel_4bits(a, b, c, d, sel1, sel2, f);      
input [4-1:0] a, b, c, d;
input sel1, sel2;
output [4-1:0] f;
wire [4-1:0] w1, w2;
Mux_1sel_4bits fun1(a, b, sel1, w1);
Mux_1sel_4bits fun2(c, d, sel1, w2);
Mux_1sel_4bits fun3(w1, w2, sel2, f);
endmodule
==> tab_implementation.tex <==
% Synthesis and place-and-route results
\begin{tabular}{lr}
\hline
Metric & Value \\
\hline
\multicolumn{2}{l}{\textbf{Run status}} \\
Run status & completed \\
\multicolumn{2}{l}{\textbf{STA}} \\
Max-slew headroom at the worst pin & between 60 and 70\% \\
Minimum clock period after layout & about 3.6 ns \\
Peak clock frequency supported by timing & about 280 MHz \\
Setup WS post-layout & approximately 0.13 ns \\
Unrepaired setup endpoints after global routing & false \\
Actual slew at the worst max-slew pin & about 0.55 ns \\
Post-layout period usage of the worst path & a little over nine tenths \\
Final number of hold-violating endpoints & 0 \\
Final setup violation count & 0 \\
Max-slew violation total from the final report & 0 \\
\multicolumn{2}{l}{\textbf{Worst setup path}} \\
Critical path capture point type & primary output \\
Slowest-stage cell, CP & sky130\_fd\_sc\_hd\_\_mux4\_2 \\
Delay of the slowest cell on the worst path & 0.45 ns \\
Most repeated library cell on the critical path & sky130\_fd\_sc\_hd\_\_fa\_1 \\
Crit path max fanout & 2 \\
CP Cell Sequence & clkdlybuf4s15\_2 -> inv\_2 -> buf\_4 -> fa\_1 -> inv\_1 -> fa\_1 -> mux4\_2 -> nor2\_1 -> a21oi\_1 -> dlygate4sd2\_1 \\
Crit Path Category & input port to primary output \\
Arrival time at the worst endpoint & 2.83 ns \\
Category of the worst setup path launch point & input port \\
Data required time at the worst endpoint & slightly below 3 ns \\
\multicolumn{2}{l}{\textbf{Synth}} \\
Post-synth design cell area & between 700 and 800 um2 \\
Top-area cell share & roughly 25\% \\
Number of synthesis warnings & 13 \\
Cell total in the yosys stat output & approximately 83 \\
Post-Synthesis Cells & 83 \\
Sequential share of the synthesized area & 0\% \\
Distinct cell type count of the synthesized netlist & 27 \\
Top cells by count, synth & 14 x sky130\_fd\_sc\_hd\_\_ha\_1, 14 x sky130\_fd\_sc\_hd\_\_inv\_1, 8 x sky130\_fd\_sc\_hd\_\_nand2\_1, 6 x sky130\_fd\_sc\_hd\_\_nor2\_1 \\
Main area contributors & sky130\_fd\_sc\_hd\_\_ha\_1 25\%, sky130\_fd\_sc\_hd\_\_fa\_1 14\%, sky130\_fd\_sc\_hd\_\_inv\_1 7.5\%, sky130\_fd\_sc\_hd\_\_mux4\_1 7.5\%, sky130\_fd\_sc\_hd\_\_buf\_4 4.3\% \\
Synthesized area per cell & roughly 8.4 um2 \\
Area figure in the yosys stat output & around 700 um2 \\
Dominant cell type by area after synthesis & sky130\_fd\_sc\_hd\_\_ha\_1 \\
\multicolumn{2}{l}{\textbf{Place}} \\
Setup slack after placement & -0.571 ns \\
Placed inst area & between 900 and 1000 um2 \\
Final weighted congestion of routability-driven global placement & approximately 0.8 \\
Number of placed instances, taps included & approximately 150 \\
I/O Buffers & 15 \\
HPWL after detailed placement & 1380 um \\
\multicolumn{2}{l}{\textbf{Global routing}} \\
Antenna violations before repair & 0 \\
Total overflow reported by the global router & 0 \\
Gr usage total & $\sim$4.9\% \\
Via count of the first global-routing pass & between 500 and 600 \\
Largest net degree at the start of global routing & 18 \\
First-pass GRT wire length & $\sim$2600 um \\
\multicolumn{2}{l}{\textbf{Floorplanning}} \\
Effective utilization at floorplan & between 20 and 25\% \\
Die Size & 6400 um2 \\
Total I/O pin count & 15 \\
Num rows & 21 \\
Die width & 80 um \\
Core box area & 3420 um2 \\
Vertical die size & $\sim$80 um \\
\multicolumn{2}{l}{\textbf{Route}} \\
Ant. Diodes & 0 \\
Routed length per instance & 10.6 um \\
Iteration count of the initial detailed-routing pass & 4 \\
Via-per-instance ratio & a little under 4 \\
Detailed-route wire length & 1600 um \\
Number of DRC markers after the initial detailed-route iteration & 27 \\
Number of nets still failing antenna checks after routing & 0 \\
Number of remaining DRC errors & 0 \\
Routed vias & approximately 600 \\
\multicolumn{2}{l}{\textbf{Cells and area}} \\
Final Instance Count excl. Fillers & around 150 \\
Share of layout cells above drive strength 1 & a little over a quarter \\
Signed area change from the synthesized netlist to the final layout & 41.1\% \\
Total of clock buffers placed in the layout & 0 \\
Layout sequential cell count & 0 \\
FF/Latch Area & 0 um2 \\
Post-route cell area & between 900 and 1000 um2 \\
\multicolumn{2}{l}{\textbf{Power and ir drop}} \\
Power density over cell area & approximately 110 nW/um2 \\
Peak supply drop & 0.0000252 V \\
Standby leakage power & between 0.4 and 0.5 nW \\
Total chip power & approximately 0.11 mW \\
\multicolumn{2}{l}{\textbf{Job}} \\
Tally of OpenROAD warnings & 40 \\
Max-capacitance violation count & 0 \\
\multicolumn{2}{l}{\textbf{Worst hold path}} \\
Classification of the worst-slack hold path & input port to primary output \\
\hline
\end{tabular}
[where the power goes]
part / internal, mW / leakage, nW / switching (mW) / total, mW
combinational: 0.0616 / 0.476 / 0.0465 / 0.108
sequential: 0 / 0 / 0 / 0
clock: 0 / 0 / 0 / 0
total: 0.0616 / 0.476 / 0.0465 / 0.108
[worst max-delay path, delay by kind of cell]
family / cells / cell delay, ns
multiplexers: 1 / 0.45
AND-OR/OR-AND: 1 / 0.05
AND/OR/NAND/NOR: 1 / 0.09
adder cells (fa/ha/maj): 2 / 0.80
buffers and inverters: 5 / 0.70
[layer usage]
metal | track usage (%) | up-vias | share of wire [%]
met3 | 1.59 | 0 | 8.5
met4 | 0 | 0 | 0
met1 | 6.88 | 261 | 49
met5 | 0 | - | 0
met2 | 7.70 | 14 | 42
li1 | - | 317 | -
[through the flow]
step                      hold slack, ns  TNS (ns)  util [%]
after floorplan                     1.71         0         -
after global placement              2.63    -0.995      28.1
final                               2.43         0      28.9
after global routing                2.49         0      28.9
after CTS                           2.44         0      28.9
after detailed placement            2.63     -1.00      28.1
[placed cells by master (no fill, tap or decap), drive strengths merged]
cell type and count:
mux2i 2, o311ai 1, xnor2 2, nand2 8, a211oi 1, ha 14
a32oi 1, mux2 1, nor2b 1, xnor3 1, a31oi 1, dlygate4sd2 3
clkdlybuf4s50 9, o21ai 5, nor2 6, clkdlybuf4s15 3, xor2 3, inv 14
fa 5, a21oi 1, buf 15, o211ai 3, nand2b 1, o2111ai 1
mux4 2, nand3 1
[timing repair]
action	CTS	global route
setup buffers	1	0
hold buffers	0	0
pin swaps	4	1
hold endpoints to repair	0	0
endpoints found under the setup margin	2	1
resized	23	0
[cell families (layout without fill, tap and decap cells)]
logic type      Yosys count  after routing  synth area share, %
compound gates           14             14                 13.9
xor+xnor                  6              6                 9.47
fa+ha+maj                19             19                 39.3
buf+inv                  22             44                 15.4
mux                       5              5                 12.0
simple gates             17             17                 10.0
[path summary, 6_finish.rpt]
path        from     to  slack, ns  depth (start not counted)
max        rs[1]  rd[2]       0.13                         10
min   op_code[2]  rd[2]       2.43                          3
[final cells by class]
cell class                      instances  area (um2)
Multi-Input combinational cell         61         604
Inverter                               14        52.6
Timing Repair Buffer                   30         274
Fill cell                             365        2430
Tap cell                               46        57.6
Power and IR drop assume default switching activity.
