==> flow/config.mk <==
export PLATFORM = sky130hd
export DESIGN_NAME = Memory
export DESIGN_NICKNAME = Memory
export VERILOG_FILES = /design/flow/design.v
export SDC_FILE = /design/flow/constraint.sdc
export NUM_CORES = 4
export LEC_CHECK = 1
export CORE_UTILIZATION = 40
==> flow/run.sh <==
#!/bin/bash
# OpenROAD 26Q1-2900-gdf79404cd8, Yosys 0.63+post, stock flow scripts
make -C /OpenROAD-flow-scripts/flow DESIGN_CONFIG=/design/flow/config.mk WORK_HOME=/design/flow/orfs finish
==> flow/constraint.sdc <==
current_design Memory

set clk_period 14.5
set clk_io_pct 0.2

create_clock -name clk0 -period $clk_period [get_ports {clk}]

set non_clock_inputs [all_inputs -no_clocks]
set_input_delay [expr $clk_period * $clk_io_pct] -clock clk0 $non_clock_inputs
set_output_delay [expr $clk_period * $clk_io_pct] -clock clk0 [all_outputs]
==> flow/design.v <==
`timescale 1ns/1ps
module Memory (clk, ren, wen, addr, din, dout);
input clk;
input ren, wen;
input [7-1:0] addr;
input [8-1:0] din;
output [8-1:0] dout;
reg [8-1:0] x [128-1:0];
reg [8-1:0] dout;
always@(posedge clk) begin
if(wen == 1'b1 && ren == 1'b0) begin
x[addr] <= din;
dout <= 8'b0;
end
else if (ren ==1'b1) begin
dout <= x[addr];
end
else
dout <= 8'd0;
end
endmodule
==> results.ini <==
[pwr]
power.total_mw = 6.25
vdd_drop_max_mv = 0.0964
power_leakage_nw = 14.1
powerDensity_nw_per_um2 = 138

[critical_path]
crit_chain = clkbuf_8 -> clkinv_1 -> nor3_1 -> nand2_1 -> buf_4 -> nor2_1
startpoint_type = primary input
critPathBufInv = 3
cp.required_ns = 14.77
arrival_ns = 7.13
crit_fanout = 58
critical_path_class = primary input to flop
cpLargestDelayFamily = simple AND/OR/NAND/NOR gates
worstSetupEndpointType = flop
cp_slowest_cell = nor3_1
slowest_delay_ns = 1.12

[clock_network]
clock_path_buffers = 3
holdBufCountCts = 0
cts_tree = yes
clk_pin_slew_ns = 0.06
cts.sink_count = 1032
clockRootBuffer = clkbuf_16
numCtsBuffers = 100
post-cts-setup-buffer-count = 0
clock_latency_ns = 0.68
cts_htree_levels = 3
cts_resized = 0

[detailed_routing]
firstDrtPassIters = 6
vias = 24100
drc = 0
via_per_inst = 6.22
ant_nets = 0
drtIter0Drc = 1917
routed_wl_mm = 121
avgRoutedWirePerCell_um = 31.2

[placed_design]
io_buffer_count = 25
dp.cells = 3685
globalplace.congestion = 0.959
dp_hpwl_mm = 73.7
postPlaceCellArea_um2 = 42000

[synthesis]
ys_area_um2 = 40300
syn_area_um2 = 40300
syn_inst = 2462
ys_types = 58
yosys_most_used_dff = edfxtp_1
ys.flops = 1032
async_flop_share_pct = 0
seq_area_frac_synth_pct = 76.6
ys_cells = 2462
edf_count = 1024
synth_warnings = 1
synth.avg_cell_area_um2 = 16.4

[global_route]
grt_pass1_wl_mm = 175
grt_max_degree = 92
grt_pass1_vias = 25500
grt_usage_pct = 25.9
grt_overflow_total = 0
antenna_found_initial = 5

[cells_and_area]
stdcell_area_um2 = 45300
final_cells = 3870
drive_gt1_share_pct = 13.4
syn_to_final_growth_pct = 12.3
lay_top_cells = edfxtp_1, nor2_1, a221oi_1
fillerInstances = 8234
lay_top_count = edfxtp_1

[final_timing]
setup_viol = 0
fmax_mhz = 146
fin_setup_tns_ns = 0
slew-limit-headroom_pct = 5.64
worst_pin_slew_ns = 1.41
finalHoldViolCount = 0
rsz0062_at_grt = false
finClkSkew_ns = 0.0351
finalCritPeriodShare_pct = 47.3
slew_viol_final = 0
hold-worst-slack_ns = 0.856
finalCriticalPeriod_ns = 6.86

[min_path]
hold_path.class = flop to flop

[floorplan]
initCoreUtil_pct = 40.3
dieHeight_um = 320
die_w_um = 320
num_rows = 116
core_region_area_um2 = 100000
io_pins = 26
chip_area_um2 = 102000

[job]
cap_violations = 0
openroad.warnings = 26

[run_status]
outcome = completed

## worst reg2reg max path, cell delays in order, from the launching register on
cell	delay, ns
edfxtp_1	0.37
a22oi_1	0.74
o22ai_1	0.19
o21a_1	0.26
or4_1	0.51
o41a_1	0.32
## final cells by class
type	count	area (µm²)	share of cell area, %
sequential	1032	30900	68.2
timing repair buffer	115	936	2.07
antenna	2	5.00	0.0110
tap	1298	1620	3.59
clock buffer	125	2660	5.87
clock inverter	58	582	1.28
multi-input combinational	1235	8560	18.9
inverter	5	21.3	0.0470
## cell usage after synthesis (21+ instances only)
master    number  area [µm²]
nor3_1        25         125
a22oi_1      120         901
o21ai_0       77         385
buf_2         72         360
mux2_2        71         800
clkbuf_1      77         289
o22ai_1       55         344
a21oi_1      125         626
nand2_1       84         315
a221oi_1     161        1410
a211oi_1      21         158
edfxtp_1    1024       30700
mux2i_1       90         901
nor2_1       215         807
## layer usage
| metal | GRT usage, % | up-vias | part of all wire [%] |
|---|---|---|---|
| met3 | 21.6 | 345 | 19 |
| met1 | 30.2 | 11700 | 32 |
| met4 | 9.41 | 12 | 4.9 |
| met2 | 35.8 | 1916 | 44 |
| li1 | - | 10100 | - |
| met5 | 0.709 | - | 0.11 |
## report_power, final
| group | switching [mW] | internal (mW) |
|---|---|---|
| sequential | 0.00723 | 3.29 |
| clock | 1.09 | 1.49 |
| combinational | 0.276 | 0.0972 |
| total | 1.37 | 4.88 |
## final timing paths
kind,cells after the start,slack [ns],endpoint,startpoint
worst max-delay path,6,7.64,x[39][0],addr[2]
worst min-delay path,4,0.86,dout[4],x[87][4]
worst max register to register,5,12.01,dout[7],x[33][7]
worst min register to register,4,0.86,dout[4],x[87][4]
## state kept, by name (all words and copies together), names as in the netlist
register and cells:
dout 8, x 1024
## cells by family (layout without fill, tap and decap cells)
| family | Yosys count | in the layout | synth area share [%] |
|---|---|---|---|
| compound gates | 669 | 669 | 11.9 |
| simple gates | 388 | 388 | 4.05 |
| mux | 178 | 178 | 5.16 |
| buf+inv | 195 | 303 | 2.30 |
| other cells | 0 | 2 | 0 |
| flops | 1032 | 1032 | 76.6 |
## through the flow
stage,worst slack [ns],util [%]
after floorplan,9.42,-
after global placement,7.33,42.0
after detailed placement,7.33,42.0
after CTS,8.04,45.3
after global routing,7.69,45.3
final,7.64,45.3
