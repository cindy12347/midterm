===== flow/config.mk =====
export PLATFORM = sky130hd
export DESIGN_NAME = NOR_Implement
export DESIGN_NICKNAME = NOR_Implement
export VERILOG_FILES = /design/flow/design.v
export SDC_FILE = /design/flow/constraint.sdc
export NUM_CORES = 4
export LEC_CHECK = 1
export CORE_AREA = 10 10 70 70
export DIE_AREA = 0 0 80 80

===== flow/constraint.sdc =====
current_design NOR_Implement

set clk_period 1.6
set clk_io_pct 0.2

create_clock -name clk0 -period $clk_period

set non_clock_inputs [all_inputs -no_clocks]
set_input_delay [expr $clk_period * $clk_io_pct] -clock clk0 $non_clock_inputs
set_output_delay [expr $clk_period * $clk_io_pct] -clock clk0 [all_outputs]

===== flow/design.v =====
`timescale 1ns/1ps
module NAND_Implement (a, b, sel, out);              
input a, b;
input [3-1:0] sel;
output out;
wire [8-1:0]f;
wire w1, w2;
inverter_nand fun1(a, f[0]);
nor_nand fun2(a, b, f[1]);
and_nand fun3(a, b, f[2]);
or_nand fun4(a, b, f[3]);
xor_nand fun5(a, b, f[4]);
xnor_nand fun6(a, b, f[5]);
nand nand1(f[6], a, b);
nand nand2(f[7], a, b);
Mux_2sel m1(f[0], f[1], f[2], f[3], sel[0], sel[1], w1);
Mux_2sel m2(f[4], f[5], f[6], f[7], sel[0], sel[1], w2);
Mux_1sel m3(w1, w2, sel[2], out);
endmodule
module Mux_1sel(a, b, sel, f);                   
input a, b;
input sel;
output f;
wire [1:0] w;
wire neg_sel;
inverter_nand fun1(sel, neg_sel);
and_nand fun2(a, neg_sel, w[0]);                  
and_nand fun3(b, sel, w[1]);                      
or_nand fun4(w[0], w[1], f);                      
endmodule
module Mux_2sel(a, b, c, d, sel1, sel2, f);       
input a, b, c, d;
input sel1, sel2;
output f;
wire w1, w2;
Mux_1sel fun1(a, b, sel1, w1);
Mux_1sel fun2(c, d, sel1, w2);
Mux_1sel fun3(w1, w2, sel2, f);
endmodule
module inverter_nand(a, f);                       
input a;
output f;
nand nand1(f, a, a);
endmodule
module nor_nand(a, b, f);                          
input a, b;
output f;
wire w1;
or_nand fun1(a, b, w1);
inverter_nand fun2(w1, f);
endmodule
module and_nand(a, b, f);                             
input a, b;
output f;
wire w1;
nand nand1(w1, a, b);
nand nand2(f, w1, w1);
endmodule
module or_nand(a, b, f);                          
input a, b;
output f;
wire [2-1:0] w;
nand nand1(w[0], a, a);
nand nand2(w[1], b, b);
nand nand3(f, w[0], w[1]);
endmodule
module xor_nand(a, b, f);                           
input a, b;
output f;
wire [4-1:0] w;
inverter_nand fun1(a, w[0]);
inverter_nand fun2(b, w[1]);
and_nand fun3(w[0], b, w[2]);
and_nand fun4(w[1], a, w[3]);
or_nand fun5(w[2], w[3], f);
endmodule
module xnor_nand(a, b, f);                              
input a, b;
output f;
wire w1;
xor_nand fun1(a, b, w1);
inverter_nand fun2(w1, f);
endmodule
`timescale 1ns/1ps
module NOR_Implement (a, b, sel, out);
input a, b;
input [3-1:0] sel;
output out;
wire [8-1:0] f;
inverter_nor fun1(a, f[0]);
nor nor1(f[1], a, b);
and_nor fun2(a, b, f[2]);
or_nor fun3(a, b, f[3]);
xor_nor fun4(a, b, f[4]);
xnor_nor fun5(a, b, f[5]);
nand_nor fun6(a, b, f[6]);
nand_nor fun7(a, b, f[7]);
Mux_2sel_ m1(f[0], f[1], f[2], f[3], sel[0], sel[1], w1);
Mux_2sel_ m2(f[4], f[5], f[6], f[7], sel[0], sel[1], w2);
Mux_1sel_ m3(w1, w2, sel[2], out);
endmodule
module Mux_1sel_(a, b, sel, f);                   
input a, b;
input sel;
output f;
wire [1:0] w;
wire neg_sel;
inverter_nor fun1(sel, neg_sel);
and_nor fun2(a, neg_sel, w[0]);                  
and_nor fun3(b, sel, w[1]);                      
or_nor fun4(w[0], w[1], f);                      
endmodule
module Mux_2sel_(a, b, c, d, sel1, sel2, f);       
input a, b, c, d;
input sel1, sel2;
output f;
wire w1, w2;
Mux_1sel fun1(a, b, sel1, w1);
Mux_1sel fun2(c, d, sel1, w2);
Mux_1sel fun3(w1, w2, sel2, f);
endmodule
module inverter_nor(a, f);
input a;
output f;
nor nor1(f, a, a);
endmodule
module and_nor(a, b, f);
input a, b;
output f;
wire [2-1:0] w;
nor nor1(w[0], a, a);
nor nor2(w[1], b, b);
nor nor3(f, w[0], w[1]);
endmodule
module or_nor(a, b, f);
input a, b;
output f;
wire w1;
nor nor1(w1, a, b);
nor nor2(f, w1, w1);
endmodule
module xor_nor(a, b, f);
input a, b;
output f;
wire [4-1:0] w;
inverter_nor fun1(a, w[0]);
inverter_nor fun2(b, w[1]);
and_nor fun3(b, w[0], w[2]);
and_nor fun4(a, w[1], w[3]);
or_nor fun5(w[2], w[3], f);
endmodule
module xnor_nor(a, b, f);
input a, b;
output f;
wire w1;
xor_nor fun1(a, b, w1);
inverter_nor fun2(w1, f);
endmodule
module nand_nor(a, b, f);
input a, b;
output f;
wire w1;
and_nor fun1(a, b, w1);
inverter_nor fun2(w1, f);
endmodule

===== flow/run.sh =====
#!/bin/bash
# OpenROAD 26Q1-2900-gdf79404cd8, Yosys 0.63+post, stock flow scripts
make -C /OpenROAD-flow-scripts/flow DESIGN_CONFIG=/design/flow/config.mk WORK_HOME=/design/flow/orfs finish

==> metrics.cfg <==
[run_status]
status=finished, violations left
failed_checks=setup timing

[critical_path]
max_stage_delay_ns=0.44
crit_path_max_fanout=3
cp.arrival_ns=1.39
crit_start=a
start_kind=primary input
crit_type=primary input to primary output
cp_slowest_cell=mux4_2
path_cells=buf_8 -> inv_8 -> ha_4 -> mux2_4 -> mux4_2 -> buf_2
cp-end-kind=primary output
required_ns=1.28
critical-path-top-delay-family=multiplexers
crit_buf_inv=3

[synthesis]
mux_area_share_pct=37.2
ys_types=6
yosysWarnings=2
area_leaders=ha_1 43%, mux4_2 19%, inv_1 13%
avgSynthCellArea_sq_um=9.80
ys_sh_xor_pct=7.45
synth_chip_area_sq_um=118
ys_sh_adder_pct=42.6
syn_area_sq_um=118
top_cells_by_count=4 x ha_1, 4 x inv_1
top_area_cell=ha_1
top_cell_area_share_pct=42.6
ys_seq_share_pct=0
ys_cells=12
syn-instance-count=12
logic_family=adder cells
simple_gate_share_pct=0
aoi_share_pct=0

[final_timing]
tightest_slew_ns=0.107
finalClockPeriodUsage_pct=107
min_period_ns=1.71
slew_viol_final=0
setup_ws_ns=-0.115
holdWs_ns=1.16
relSlewSlack_pct=92.7
rsz0062_at_grt=true
setup-violations-final=1
timing.fmax_mhz=583
finalHoldViolations=0

[detailed_routing]
first_iter_violations=0
ant_nets=0
route.vias.total=115
drcViolationCount=0
drt-total-wl_microns=387
wl_per_cell_microns=5.69
dr.pass1.iters=1
avgViaCountPerCell=1.69

[run]
cap_violations=0
tool_warnings=37

[hold_path]
hold_path_class=primary input to primary output
hp-start=sel[2]

[finish]
seq_area_sq_um=0
clock_buffers=0
fin_area_sq_um=317
n_sequential_cell=0
layout-drive-gt1-share_pct=66.7
area_delta_synth_final_pct=169
stdcell_count=68

[power_and_ir_drop]
p_total_uw=58.7
ir_drop_uv=23.0
powerDensity_nw_per_um2=186
p_leak_uw=0.000120

[floorplan]
die-area_sq_um=6400
fp_util_pct=3.44
io_pins=6
coreArea_sq_um=3420
die_h_microns=80
die_width_microns=80
fp-row-count=21

[global_routing]
gr-total-overflow=0
grt_pass1_vias=130
antenna_found_initial=1
grtUsageTotal_pct=1.23
grt_first_pass_wirelength_microns=648
grt_max_degree=4

[placed_design]
gp_congestion=0.746
dp_hpwl_microns=292
placed_area_sq_um=258
dp.cells=67
io_buffers=6

[clock_network]
hold_buffers=0
cts_setup_buffers=0

cell families (layout without fill, tap and decap cells):
family,Yosys count,after routing
xor+xnor,1,1
fa+ha+maj,4,4
buf+inv,4,13
mux,3,3
other cells,0,1
power breakdown:
part | leakage (uW) | total, uW | switching [uW] | internal [uW]
logic | 0.000120 | 58.7 | 21.9 | 36.9
clock network | 0.00000000634 | 0.0000835 | 0 | 0.0000835
registers | 0 | 0 | 0 | 0
final timing paths:
check | endpoint | slack [ns] | cells past startpoint
setup / recovery | out | -0.11 | 6
hold / removal | out | 1.16 | 3
timing repair:
action | 4_1_cts | 5_1_grt
resized | 28 | 6
endpoints found under the setup margin | 1 | 1
pin swaps | 0 | 1
hold endpoints to repair | 0 | 0
layout by cell type (no fill, tap or decap):
cell	count
diode_2	1
inv_1	2
buf_8	2
buf_4	2
ha_4	3
mux4_2	1
inv_8	1
buf_6	1
xor2_1	1
dlygate4sd2_1	1
clkdlybuf4s50_1	1
buf_2	2
inv_6	1
ha_1	1
mux2i_1	1
mux2_4	1
cell type report:
class	instances	area (sq um)
Multi-Input combinational cell	8	144
Fill cell	397	3100
Timing Repair Buffer	9	85.1
Inverter	4	27.5
Tap cell	46	57.6
Antenna cell	1	2.50
worst min-delay path, stage by stage:
cell	delay (ns)
dlygate4sd2_1	0.22
mux4_2	0.21
buf_2	0.09
metrics by stage:
step                setup slack [ns]  TNS (ns)  util (%)
CTS                           -0.114    -0.114      8.72
global placement              -0.934    -0.934      7.55
detailed placement            -0.950    -0.950      7.55
floorplan                     0.0553         0         -
finish                        -0.115    -0.115      9.27
global route                  -0.150    -0.150      9.19
metal layers:
metal	part of all wire, %	GRT usage [%]
met5	0	0
met4	0	0
met3	17	0.909
met2	41	1.61
met1	42	1.66
Power is estimated from default activity; no workload was simulated.
